==> design.v <==
module chipselect_select
(
	input clk, reset, enable, cs_auto, cs_enable, cs_pull_low, cs_pull_high, select,
	output reg cs
);
	always @ (posedge clk)
		if(reset || !enable)
			cs <= 1'b1;
		else
			if(cs_auto)
			begin
				if(cs_pull_low && select)
					cs <= 1'b0;
				else if(cs_pull_high && select)
					cs <= 1'b1;
			end
			else if(select)
				cs <= cs_enable;
endmodule
module counter
(
	input clk, reset, load, decrement,
	input [4:0] load_value,
	output reg  [5:0] bcount
);
	always @ (posedge clk)
		if(reset)
			bcount <= 0;
		else
			if(load)
				bcount <= load_value + 1'b1;
			else if(decrement)
				bcount <= bcount - 1'b1;
endmodule
module edge_detect
(
	input clk, reset, signal_in, positive_edge,
	output wire pulse_out
);
	reg old_signal_in;
	always @ (posedge clk)
	begin
		if(reset)
			old_signal_in <= 1'b0;
		else
			old_signal_in <= signal_in;
	end
	assign pulse_out = (positive_edge) ? signal_in & ~old_signal_in : ~signal_in & old_signal_in;
endmodule
module fifo #(parameter N = 16, parameter M = 32)
(
	output [M-1:0] data_out,													 
	output fe, ff, fo,															 
	input [M-1:0] data_in,														 
	input clk, reset, chipselect, read, write, ov_clear,				 
	output [$clog2(N)-1:0] rp_debug_out, wp_debug_out					 
);
	reg [M-1:0] buffer [N - 1:0];
	reg [$clog2(N)-1:0] rp, wp;												 
	reg [$clog2(N):0] pd;
	reg ov;
	assign fe = (pd == 1'b0);
	assign ff = (pd == N);
	assign fo = ov;
	assign rp_debug_out = rp;
	assign wp_debug_out = wp;
	assign data_out = buffer[rp];
	always @ (posedge clk)
	begin
		if(reset)
			ov <= 1'b0;
		else if(ov_clear)
			ov <= 1'b0;
		else
		begin
			if(chipselect && write)
			begin
				if(ff && !ov)
					ov <= 1'b1;
			end
		end
	end
	always @ (posedge clk)
	begin
		if(reset)
		begin
			rp <= 0;
			wp <= 0;
			pd <= 0;
		end
		else
		begin
			if(chipselect && read && !fe)
			begin
				rp <= rp + 1'b1;
				pd <= pd - 1'b1;
			end
		else if(chipselect && write && !ff && !ov)
			begin
				buffer[wp] <= data_in;
				wp <= wp + 1'b1;
				pd <= pd + 1'b1;
			end
		end
	end
endmodule
module spi
(
	clk, reset, address, byteenable, chipselect, writedata, readdata, write, read,
	tx, rx, clk_out, baud_out, cs_0, cs_1, cs_2, cs_3, LEDR
);
	input   				clk, reset;
	input             read, write, chipselect;
	input [1:0]       address;
	input [3:0]       byteenable;
	input [31:0]      writedata;
	output reg [31:0] readdata;
	output reg clk_out;
	output wire tx, baud_out, cs_0, cs_1, cs_2, cs_3;
	input rx;
	output wire [9:0] LEDR;
	parameter DATA_REG 		= 2'b00;
	parameter STATUS_REG 	= 2'b01;
	parameter CONTROL_REG 	= 2'b10;
	parameter BRD_REG			= 2'b11;
	reg [31:0] latch_data;
	reg [31:0] control;
	reg [31:0] brd;
	reg [31:0] clear_status_flag_request;
	assign enable = control[15];
	always @ (*)
	begin
		if(read && chipselect)
			case(address)
				DATA_REG:
					readdata = tmp;
				STATUS_REG:
					readdata = { cs_auto, rp, wp, 2'b00, txfe, txff, txfo, rxfe, rxff, rxfo };
				CONTROL_REG:
					readdata = control;
				BRD_REG:
					readdata = brd;
			endcase
		else
			readdata = 32'b0;
	end
	always @ (posedge clk)
	begin
		if(reset)
		begin
			control <= 32'b0;
			brd <= 32'b0;
		end
		else
		begin
            begin
                if (write && chipselect)
                begin
                    case (address)
								STATUS_REG:
									clear_status_flag_request <= writedata;
                        CONTROL_REG:
									control <= writedata;
                        BRD_REG: 
                           brd <= writedata;
                    endcase
                end
					 else
						clear_status_flag_request <= 32'b0;
            end
        end
	end
	wire one_pulse_write_output, one_pulse_read_output;
	edge_detect write_pos_edge_detect
	(
		.clk(clk),
		.reset(reset),
		.signal_in(write),
		.pulse_out(one_pulse_write_output),
		.positive_edge(1'b1)
	);
	edge_detect read_pos_edge_detect
	(
		.clk(clk),
		.reset(reset),
		.signal_in(read),
		.pulse_out(one_pulse_read_output),
		.positive_edge(1'b1)
	);
	wire txfe, txff, txfo, rxfe, rxff, rxfo;
	wire [31:0] tx_fifo_data_out, rx_fifo_data_out;
	wire [3:0] rp, wp;
	assign LEDR[3:0] = wp;
	assign LEDR[7:4] = rp;
	fifo #(.N(16), .M(32)) tx_fifo
	(
		.data_out(tx_fifo_data_out),
		.fe(txfe),
		.ff(txff),
		.fo(txfo),
		.data_in(writedata),
		.clk(clk),
		.reset(reset),
		.chipselect(chipselect || serializer_read_pulse),
		.read(serializer_read_pulse),
		.write(one_pulse_write_output && (address == DATA_REG)),
		.ov_clear(clear_status_flag_request[3])
	);
	fifo #(.N(16), .M(32)) rx_fifo
	(
		.data_out(rx_fifo_data_out),
		.fe(rxfe),
		.ff(rxff),
		.fo(rxfo),
		.data_in(latch_data),
		.clk(clk),
		.reset(reset),
		.chipselect(chipselect || serializer_read_pulse),
		.read(one_pulse_read_output && (address == DATA_REG)),
		.write(serializer_read_pulse),
		.ov_clear(clear_status_flag_request[0]),
		.rp_debug_out(rp),
		.wp_debug_out(wp)
	);
	reg [31:0] tmp;
	always @ (posedge clk)
	begin
		if(chipselect && read && (address == DATA_REG))
			tmp <= rx_fifo_data_out;
	end
	parameter IDLE    	= 2'b00;
	parameter TX_RX   	= 2'b01;
	parameter CS_ASSERT 	= 2'b10;
	reg [1:0] serializer_state;
	wire [3:0] cs_auto;
	wire [3:0] cs_enable;
	assign cs_auto = control[8:5];
	assign cs_enable = control[12:9];
	chipselect_select chipselect_0
	(
		.clk(clk),
		.reset(reset),
		.enable(enable),
		.cs_auto(cs_auto[0]),
		.cs_enable(cs_enable[0]),
		.cs_pull_low((serializer_state == CS_ASSERT)),
		.cs_pull_high((serializer_state == TX_RX) && (bcount == 0)),
		.select(control[14:13] == 2'b00),
		.cs(cs_0)
	);
	chipselect_select chipselect_1
	(
		.clk(clk),
		.reset(reset),
		.enable(enable),
		.cs_auto(cs_auto[1]),
		.cs_enable(cs_enable[1]),
		.cs_pull_low((serializer_state == CS_ASSERT)),
		.cs_pull_high((serializer_state == TX_RX) && (bcount == 0)),
		.select(control[14:13] == 2'b01),
		.cs(cs_1)
	);
	chipselect_select chipselect_2
	(
		.clk(clk),
		.reset(reset),
		.enable(enable),
		.cs_auto(cs_auto[2]),
		.cs_enable(cs_enable[2]),
		.cs_pull_low((serializer_state == CS_ASSERT)),
		.cs_pull_high((serializer_state == TX_RX) && (bcount == 0)),
		.select(control[14:13] == 2'b10),
		.cs(cs_2)
	);
	chipselect_select chipselect_3
	(
		.clk(clk),
		.reset(reset),
		.enable(enable),
		.cs_auto(cs_auto[3]),
		.cs_enable(cs_enable[3]),
		.cs_pull_low((serializer_state == CS_ASSERT)),
		.cs_pull_high((serializer_state == TX_RX) && (bcount == 0)),
		.select(control[14:13] == 2'b11),
		.cs(cs_3)
	);
	wire [5:0] bcount;
	counter serializer_counter
	(
		.clk(clk),
		.reset(reset),
		.load(load),
		.decrement(decrement),
		.load_value(control[4:0]),
		.bcount(bcount)
	);
	reg spo, sph;
	always @ (*)
	begin
		case(control[14:13])
			2'b00: begin spo = control[16]; sph = control[17]; end
			2'b01: begin spo = control[18]; sph = control[19]; end
			2'b10: begin spo = control[20]; sph = control[21]; end
			2'b11: begin spo = control[22]; sph = control[23]; end
		endcase
	end
	assign baud_out = internal_baud_out ^ spo ^ sph;
	assign baud_out_idle_level = !(spo == 1'b0);
	wire baud_out_edge;
	edge_detect baud_edge
	(
		.clk(clk),
		.reset(reset),
		.signal_in(baud_out),
		.pulse_out(baud_out_edge),
		.positive_edge((spo ^ sph))
	);
	always @ (posedge clk)
	begin
		if(reset || !enable)
		begin
			serializer_state <= IDLE;
		end
		else
		begin
			if(txfe || bcount == 0)
				serializer_state <= IDLE;
			else if(!txfe && (cs_auto != 0))
			begin
				if(serializer_state == IDLE)
					serializer_state <= CS_ASSERT;
				else
					serializer_state <= TX_RX;
			end
			else if(!txfe && (cs_auto == 0))
				serializer_state <= TX_RX;
		end
	end
	assign load = (serializer_state == IDLE);
	assign decrement = ((serializer_state == TX_RX) && baud_out_edge);
	assign serializer_read_pulse = ((serializer_state == TX_RX) && bcount == 0);
	assign tx = internal_tx;
	reg internal_tx;
	always @ (baud_out)
	begin
		if(((baud_out & !(spo ^ sph)) | (!baud_out & (spo ^ sph))) && serializer_state == TX_RX && bcount > 0)
		begin
			internal_tx <= tx_fifo_data_out[bcount - 1'b1];
			latch_data[bcount - 1'b1] <= rx;
		end
		else
			internal_tx <= 1'b0;
	end
	reg [31:0] count;
	reg [31:0] match;
	reg internal_baud_out;
	always @ (posedge clk)
	begin
		if(reset || !enable || (serializer_state == IDLE))
		begin
			clk_out <= 1'b0;
			internal_baud_out <= baud_out_idle_level;
			count <= 32'b0;
			match <= brd;
		end
		else
		begin
			clk_out <= !clk_out;
			count <= count + 32'b10000000;
			if(count[31:7] == match[31:7])
			begin
				match <= match + brd;
				internal_baud_out <= !internal_baud_out;
			end
		end
	end
endmodule
==> run.sh <==
#!/bin/bash
# OpenROAD 26Q1-2900-gdf79404cd8, Yosys 0.63+post, stock flow scripts
make -C /OpenROAD-flow-scripts/flow DESIGN_CONFIG=/design/flow/config.mk WORK_HOME=/design/flow/orfs finish
==> config.mk <==
export PLATFORM = sky130hd
export DESIGN_NAME = spi
export DESIGN_NICKNAME = spi
export VERILOG_FILES = /design/flow/design.v
export SDC_FILE = /design/flow/constraint.sdc
export NUM_CORES = 4
export LEC_CHECK = 1
export CORE_UTILIZATION = 30
==> constraint.sdc <==
current_design spi

set clk_period 12.0
set clk_io_pct 0.2

create_clock -name clk0 -period $clk_period [get_ports {clk}]

set non_clock_inputs [all_inputs -no_clocks]
set_input_delay [expr $clk_period * $clk_io_pct] -clock clk0 $non_clock_inputs
set_output_delay [expr $clk_period * $clk_io_pct] -clock clk0 [all_outputs]
==> impl_metrics.yaml <==
# flow metrics
final_layout:
  fillers: 15500
  synthToLayoutAreaGrowth_pct: 15.2
  fin_util_pct: 34.7
  drive_gt1_share_pct: 21.5
floorplanning:
  fp-utilization_pct: 30.2
  io_pins: 93
  fp-row-count: 150
  die_w_um: 412
  core-area_um2: 167000
  chip_area_um2: 170000
  die_y_um: 412
synthesis:
  synth_top_flop_cell: "edfxtp_1"
  synth.distinct_cells: 63
  yosysWarnings: 12
  edf_count: 1091
  yosysTopAreaCellShare_pct: 65.0
  top_cells_by_area: "edfxtp_1, mux4_2, dfxtp_1"
  avgSynthCellArea_um2: 18.0
  yosys_cells: 2805
  synth_cells: 2805
  syn_area_um2: 50400
  ys_ff: 1261
  common_cells: "edfxtp_1, mux4_2, nand2_1"
  ys_chip_area_um2: 50400
  yosysTopAreaCell: "edfxtp_1"
  synthArstFlopShare_pct: 0
  most_common_cell: "edfxtp_1"
job:
  warning_count: 40
  cap_violations: 0
sta:
  hold_ws_ns: 0.410
  drv_slew: 0
  fmax_ghz: 0.132
  period_needed_ns: 7.60
  fin_skew_ns: 0.0280
  slew_headroom_pct: 38.7
  setup_violations: 0
  unclocked_regs: 32
  rsz0062_at_grt: "false"
  worst_slew_pin_slew_ns: 0.917
  unconstrained_endpoints: 544
  fin_tns_setup_ns: 0
  finalHoldViolCount: 0
  finalCritPeriodShare_pct: 63.3
run_status:
  status: "completed"
worst_setup_path:
  r2r_cells: 9
  startpoint_type: "flip-flop"
  path_class: "flip-flop to output pin"
  r2r-end: "rx_fifo.buffer[6][1]"
  cp_data_arrival_time_ns: 5.20
  end_kind: "output pin"
  crit_fanout: 72
  cp_data_required_time_ns: 9.60
  r2r-start: "serializer_counter.bcount[0]"
  r2r_slack_ns: 7.61
clock_tree:
  clockRootBuffer: "clkbuf_16"
  path_clk_slew_ns: 0.06
  htreeDepth: 3
  clockBufferDepth: 3
  insertion_delay_ns: 0.72
  postCtsHoldBufs: 0
  cts_resized: 0
  tritoncts: "done"
  post_cts_buffers: 0
  cts_buffers: 113
power:
  p_leak_nw: 18.0
  clkPwrFrac_pct: 43.2
  p_seq_share_pct: 54.8
  power.density_nw_per_um2: 148
  netSwitchingPower_w: 0.00174
  ir_worst_vdd_mv: 0.125
  combPwrFrac_pct: 2.0
  sw_frac_of_total_pct: 20.3
  p_int_w: 0.00682
placed_design:
  finalWeightedCongestion: 0.873
  place.port_buffers: 86
  hpwl_mm: 72.9
detailed_routing:
  drc_errors: 0
  vias: 26000
  drt-vias-per-instance: 4.95
  final_antenna_net_count: 0
  dr.pass1.iters: 5
  drt-total-wl_mm: 128
  drtIter0Drc: 1859
  wl_per_cell_um: 24.4
worst_hold_path:
  min_path_cells: 1
  holdPathEnd: "rx_fifo.ov"
  min_from: "clear_status_flag_request[0]"
  min_path_type: "flip-flop to flip-flop"
global_route:
  grt_max_degree: 73
  grt_pass1_vias: 27500
  grt_pass1_wl_mm: 187
  overflow: 0
  antenna_found_initial: 16
  track_usage_pct: 16.2
-- per-layer routing --
layer | part of all wire [%] | routed length, um | global-route usage (%)
met5 | 0.23 | 290 | 0.876
met1 | 34 | 43300 | 18.5
met3 | 18 | 22400 | 13.1
met4 | 1.9 | 2410 | 2.77
met2 | 46 | 59400 | 24.1
-- sequential cells by signal, indices dropped and copies added (netlist names), 2 cells and up, named ones only --
| name | count |
|---|---|
| tx_fifo.pd | 5 |
| rx_fifo.buffer | 512 |
| control | 32 |
| serializer_counter.bcount | 6 |
| rx_fifo.wp | 4 |
| tx_fifo.rp | 4 |
| tx_fifo.wp | 4 |
| serializer_state | 3 |
| latch_data | 32 |
| brd | 32 |
| rx_fifo.rp | 4 |
| clear_status_flag_request | 2 |
| tx_fifo.buffer | 512 |
| match | 32 |
| count | 25 |
| tmp | 32 |
| rx_fifo.pd | 5 |
-- cells in the final DEF, fill, tap and decap left out, types with 42 or more instances in the layout --
cell type           n
a21oi_1           109
buf_4              71
clkbuf_16         116
clkdlybuf4s50_1    83
dfxtp_1           130
edfxtp_1         1091
ha_1               53
mux4_2            339
nand2_1           280
nand3_1            46
nor2_1            115
o21ai_0            42
xor2_1             69
-- area by class of cell --
type / count / area, um2 / share of cell area [%]
antenna: 10 / 25.0 / 0.0431
clock buffer: 141 / 3020 / 5.20
clock inverter: 74 / 783 / 1.35
inverter: 22 / 82.6 / 0.142
multi-input combinational: 1380 / 14000 / 24.0
sequential: 1261 / 36000 / 62.1
tap: 2204 / 2760 / 4.75
timing repair buffer: 157 / 1390 / 2.40
-- power groups by stage --
stage	sequential (W)	clock, W	combinational (W)
CTS	0.00470	0.00377	0.000169
global route	0.00470	0.00394	0.000185
finish	0.00470	0.00370	0.000169
-- cells by family after synthesis --
kind of cell | count (synthesis) | share of synthesized area, %
DFF | 1229 | 70.5
and+or+nand+nor | 611 | 5.37
muxes | 363 | 15.7
AOI/OAI and AO/OA | 247 | 2.97
buffers and inverters | 165 | 1.36
xor gates and xnor gates | 102 | 1.77
adders and majority gates | 55 | 1.40
latches | 32 | 0.954
other | 1 | 0.00744
-- worst max-delay path, cell delays in order (launching register included) --
cell	delay, ns
dfxtp_4	0.76
buf_12	0.50
buf_4	0.60
mux4_2	0.58
mux4_2	0.51
nand2_1	0.09
nand3_1	0.13
a32o_1	0.32
nor4_1	0.19
a211oi_1	0.19
clkdlybuf4s50_1	0.46
-- through the flow --
stage | total power [W] | setup WS, ns | instances | cell area [um2]
6_report | 0.00856 | 4.40 | 5249 | 58000
5_1_grt | 0.00882 | 3.92 | 5246 | 58000
4_1_cts | 0.00864 | 4.19 | 5239 | 58000
3_5_place_dp | 0.00496 | 4.86 | 5024 | 54200
3_3_place_gp | 0.00495 | 4.88 | 5024 | 54200
2_1_floorplan | 0.00485 | 5.54 | 2806 | 50400
-- how the worst max path moves through the flow --
stage	start	end	slack, ns
finish	flip-flop	tx	4.40
global route	flip-flop	tx	3.92
CTS	flip-flop	tx	4.19
Power figures rest on the tool's default switching activity, not on a simulated workload.
